File: ./run.sh
#!/bin/bash
# OpenROAD 26Q1-2900-gdf79404cd8, Yosys 0.63+post, stock flow scripts
make -C /OpenROAD-flow-scripts/flow DESIGN_CONFIG=/design/flow/config.mk WORK_HOME=/design/flow/orfs finish
File: ./config.mk
export PLATFORM = sky130hd
export DESIGN_NAME = avalon_displays7seg
export DESIGN_NICKNAME = avalon_displays7seg
export VERILOG_FILES = /design/flow/design.v
export SDC_FILE = /design/flow/constraint.sdc
export NUM_CORES = 4
export LEC_CHECK = 1
export CORE_UTILIZATION = 50
export SYNTH_HDL_FRONTEND = slang
File: ./constraint.sdc
current_design avalon_displays7seg

set clk_period 10.8
set clk_io_pct 0.2

create_clock -name clk0 -period $clk_period [get_ports {clock}]

set non_clock_inputs [all_inputs -no_clocks]
set_input_delay [expr $clk_period * $clk_io_pct] -clock clk0 $non_clock_inputs
set_output_delay [expr $clk_period * $clk_io_pct] -clock clk0 [all_outputs]
File: ./design.v
module avalon_slave_MM_interface( 
                                 input reset,
                                 input clock,
                                 input chipselect,
                                 input [2:0]  address, 
                                 input write,
                                 input [31:0] writedata,
                                 input read,                                         
                                 output reg [31:0] readdata,
                                 output reg [31:0] reg0, reg1, reg2,
                                 input  [31:0] data,
                                 input   we);
reg [31:0] reg3;
always @(posedge clock)
    if (reset)
    begin
          reg0 <= 32'd0;
          reg1 <= 32'd0;
          reg2 <= 32'd0;    
          readdata <= 32'd0; 
     end                                
     else
    begin
          if (chipselect)
          begin
              if (write)
               begin
                   case(address)
                     3'd0: reg0 <= writedata;
                     3'd1: reg1 <= writedata;
							3'd2: reg2 <= writedata;
                    endcase           
              end
              if (read)
              begin
                    case(address)
                    3'd0: readdata <= reg0;
                    3'd1: readdata <= reg1;
                    3'd2: readdata <= reg2;
						  3'd3: readdata <= reg3;
                   default: readdata <= 32'd0; 
                   endcase  
              end
           end
           if (we) reg3 <= data;           
    end                                         
endmodule
module avalon_displays7seg( 
                            input reset,
                            input clock,
                            input chipselect,
                            input [2:0]  address,
                            input write,
                            input [31:0] writedata,
                            input read, 
                            output [31:0] readdata,
                            output [6:0] HEX0,
                            output [6:0] HEX1,
                            output [6:0] HEX2,
                            output [6:0] HEX3,
                            output [6:0] HEX4,
                            output [6:0] HEX5,
                            output [6:0] HEX6,
                            output [6:0] HEX7);
parameter invert=0;
wire [31:0] reg1, reg0;                                 
avalon_slave_MM_interface u1_av_sl_MM ( 
                                        .reset(reset),
                                        .clock(clock),
                                        .chipselect(chipselect),
                                        .address(address), 
                                        .write(write),
                                        .writedata(writedata),
                                        .read(read),                                          
                                        .readdata(readdata),
                                        .reg0(reg0), 
                                        .reg1(reg1), 
                                        .data(32'h87654321), 
                                        .we(1'b1));  
hex7seg #(.invert(invert)) dec0 (.inhex(reg0[3:0]),   .out7seg(HEX0));
hex7seg #(.invert(invert)) dec1 (.inhex(reg0[7:4]),   .out7seg(HEX1));
hex7seg #(.invert(invert)) dec2 (.inhex(reg0[11:8]),  .out7seg(HEX2));
hex7seg #(.invert(invert)) dec3 (.inhex(reg0[15:12]), .out7seg(HEX3));
hex7seg #(.invert(invert)) dec4 (.inhex(reg1[3:0]),   .out7seg(HEX4));
hex7seg #(.invert(invert)) dec5 (.inhex(reg1[7:4]),   .out7seg(HEX5));
hex7seg #(.invert(invert)) dec6 (.inhex(reg1[11:8]),  .out7seg(HEX6));
hex7seg #(.invert(invert)) dec7 (.inhex(reg1[15:12]), .out7seg(HEX7));
endmodule
module hex7seg(input [3:0] inhex,
        output [6:0] out7seg);
parameter invert=0;
reg [6:0] out7seg_aux;
always @(*)
    case (inhex)
     4'h0: out7seg_aux = 7'h3F;
     4'h1: out7seg_aux = 7'h06; 
     4'h2: out7seg_aux = 7'h5B; 
     4'h3: out7seg_aux = 7'h4F;
     4'h4: out7seg_aux = 7'h66; 
     4'h5: out7seg_aux = 7'h6D; 
     4'h6: out7seg_aux = 7'h7D; 
     4'h7: out7seg_aux = 7'h07;
     4'h8: out7seg_aux = 7'h7F;
     4'h9: out7seg_aux = 7'h67; 
     4'hA: out7seg_aux = 7'h77; 
     4'hB: out7seg_aux = 7'h7C;
     4'hC: out7seg_aux = 7'h39;
     4'hD: out7seg_aux = 7'h5E; 
     4'hE: out7seg_aux = 7'h79; 
     4'hF: out7seg_aux = 7'h71; 
     default: out7seg_aux = 7'h7F; 
     endcase     
assign out7seg=invert? ~(out7seg_aux): out7seg_aux;
endmodule
==> impl_results.rst <==
Flow metrics
------------

.. list-table::
   :header-rows: 1

   * - Metric
     - Value
   * - Max_cap viols
     - 0
   * - DRC Markers
     - 0
   * - Summed instance area of the synthesized netlist
     - between 9000 and 10000 µm²
   * - Min Hold Slack
     - between 0.4 and 0.5 ns
   * - Horizontal extent of the die
     - 137.6 µm
   * - Top-level port count
     - 128
   * - Setup bufs post-CTS
     - 0
   * - Total global routing overflow
     - 0
   * - Antenna Cells
     - 0
   * - Total Wirelength
     - roughly 25000 µm
   * - Type of the worst setup path
     - in -> reg
   * - Headroom to the max-slew limit
     - 0.4614
   * - Total Negative Setup Slacks
     - 0 ns
   * - Pre-placement core utilization
     - 0.5104
   * - Wire length of the first global-routing pass
     - 38870 µm
   * - Cell Rows
     - slightly below 50
   * - Initial antenna violation count
     - 0
   * - Slew @ Worst Pin
     - between 0.8 and 0.9 ns
   * - Ys cells
     - 1128
   * - Unrepaired setup endpoints after global routing
     - false
   * - Worst path slowest cell
     - buf_4
   * - Antenna-violating nets left
     - 0
   * - Flip-flops with a built-in enable
     - 0
   * - Number of DRC violations after detailed-routing iteration 0
     - approximately 700
   * - Power density over the cells
     - 131.9 nW/µm²
   * - Endpoints failing hold
     - 0
   * - Flip-flop cell with the highest count after synthesis
     - dfxtp_1
   * - Clock tree from TritonCTS
     - done
   * - Status
     - complete, no violations
   * - Final weighted congestion of routability-driven global placement
     - 0.8832
   * - Overall die area
     - 18950 µm²
   * - CP max FO
     - 41
   * - Resized Gates After CTS
     - 0
   * - Clock-pin transition on the worst setup and hold timing paths
     - 0.07 ns
   * - Cell with the most instances after synthesis
     - nand2_1
   * - Reg-to-reg setup timing slack
     - 8.69 ns
   * - Number of global-route vias before repair
     - ~7200
   * - 1st-pass router iterations
     - 6
   * - Top cell types by occurrence after synthesis
     - 188 x nand2_1, 184 x dfxtp_1, 123 x a21oi_1
   * - Die Ht
     - ~140 µm
   * - Area of the core
     - 18020 µm²
   * - Ratio of cells with drive above 1 in the final layout
     - 0.05651
   * - Fraction of synthesized cell area taken by the top area cell type
     - 0.4004
   * - Count of warnings emitted by yosys
     - 0
   * - Worst path most repeated cell
     - buf_4
   * - Ys async rst share
     - 0
   * - Chip area from the yosys synthesis statistics
     - 9200 µm²
   * - Number of clock sinks
     - 184
   * - Number of distinct library cell variants in the gate-level netlist after synthesis
     - 63
   * - Setup Viol. Count Final
     - 0
   * - Average wire length per cell after detail routing
     - 17.16 µm
   * - Data arrival, critical path
     - 5.69 ns
   * - Register area share after synthesis
     - 0.4004
   * - Cts-stage hold buffer count
     - 0
   * - Worst-case clock buffer depth
     - 2
   * - Skew final
     - approximately 0.010 ns
   * - Final period util
     - 0.4920
   * - Post-DR vias/cell
     - between 5 and 6
   * - Overall via count from detail_route
     - 8218
   * - H-tree lvl count
     - 4
   * - Delay of the slowest cell on the worst path
     - approximately 0.52 ns
   * - Detailed placement HPWL
     - 16650 µm
   * - Number of pins exceeding their max-slew limit in the final report
     - 0
   * - Total number of warnings across the stage logs
     - 66
   * - Gate Count Post-Synth
     - 1128
   * - Cell chosen for the clock root
     - clkbuf_16
   * - Number of input and output port buffers inserted
     - 127
   * - Worst Setup End Kind
     - register
   * - Required time worst endpoint
     - around 11 ns
   * - Time the worst path needs with I/O delays and setup
     - 5.313 ns
   * - Worst voltage drop across the vdd grid
     - 0.0001106 V
   * - Highest achievable clock rate
     - approximately 0.19 GHz
   * - Total of flip-flops plus latches after synthesis
     - 184
   * - Library cell occupying the most area in the post-synthesis netlist
     - dfxtp_1
   * - Mean post-synth cell area
     - 8.156 µm²
   * - Maximum number of pins on one net before global-route repair
     - 78
   * - Tightest Hold Check Type
     - reg -> reg
   * - Area overhead of the layout relative to synthesis
     - 21.26%
   * - Overall global routing resource usage
     - 0.2715
   * - Kind of start point of the critical path
     - input port
   * - Number of buffers added by the clock tree synthesis step
     - 17
   * - Cell breakdown of the critical path
     - clkdlybuf4s50_1 -> buf_4 -> nand4bb_1 -> or2_2 -> buf_4 -> nand2_1 -> a21oi_1 -> inv_1 -> ha_1 -> a211oi_1 -> o22a_1
   * - Leakage component of the power
     - 4.201 nW
   * - Insertion delay at the late pin of the worst-skew pair
     - 0.43 ns
   * - Area contributors post-synth
     - dfxtp_1 40%, nand2_1 7.7%, ha_1 7.6%
[through the flow]
step | std cells | util | total power, mW | worst slack [ns] | cell area, µm²
2_1_floorplan | 1128 | - | 0.7694 | 6.072 | 9200
5_1_grt | 1450 | 0.6189 | 1.518 | 5.222 | 11160
3_5_place_dp | 1419 | 0.5844 | 0.8207 | 5.117 | 10530
6_report | 1450 | 0.6189 | 1.472 | 5.487 | 11160
3_3_place_gp | 1419 | 0.5844 | 0.8209 | 5.106 | 10530
4_1_cts | 1450 | 0.6189 | 1.480 | 5.547 | 11160
[layout by cell type (no fill, tap or decap), types with 3 or more instances in the layout]
| cell type | netlist | layout |
|---|---|---|
| dfxtp_1 | 184 | 184 |
| o22a_1 | 5 | 5 |
| nor2_1 | 105 | 103 |
| a31oi_1 | 11 | 11 |
| clkdlybuf4s50_1 | 0 | 125 |
| nor4b_1 | 10 | 10 |
| ha_1 | 56 | 56 |
| a22oi_1 | 33 | 33 |
| nand2_1 | 188 | 187 |
| inv_6 | 0 | 6 |
| nor3b_1 | 9 | 9 |
| inv_1 | 56 | 56 |
| a211oi_1 | 19 | 19 |
| mux2i_1 | 68 | 68 |
| nand2b_1 | 17 | 17 |
| clkbuf_16 | 0 | 17 |
| buf_4 | 0 | 17 |
| nor4_1 | 17 | 17 |
| nor2b_1 | 21 | 20 |
| bufinv_16 | 0 | 3 |
| a21oi_1 | 123 | 123 |
| a311oi_1 | 3 | 3 |
| nand3_1 | 19 | 19 |
| nor3_1 | 21 | 21 |
| o21ai_0 | 20 | 20 |
| o22ai_1 | 3 | 3 |
| o21ai_1 | 3 | 3 |
| a2bb2oi_1 | 4 | 4 |
| o32a_1 | 3 | 3 |
| or2_2 | 2 | 3 |
| o211ai_1 | 3 | 3 |
| inv_2 | 4 | 4 |
[routing by layer]
metal / GRT usage / vias to the layer above / wire length, µm
met5: 0 / - / 0
met4: 0.01832 / 0 / 156
met3: 0.05218 / 13 / 1875
met2: 0.3942 / 304 / 10760
met1: 0.4437 / 3853 / 12090
li1: - / 4048 / -
[critical path, delay by kind of cell]
kind | cells | cell delay, ns
AND-OR/OR-AND | 3 | 0.76
adder cells (fa/ha/maj) | 1 | 0.30
buffers and inverters | 4 | 1.51
AND/OR/NAND/NOR | 3 | 0.91
[worst paths after layout]
check,startpoint,endpoint,cells past startpoint
worst max-delay path,address[0],dec2.out7seg[4],11
worst min register to register,u1_av_sl_MM.reg0[25],u1_av_sl_MM.reg0[25],2
worst min-delay path,u1_av_sl_MM.reg0[25],u1_av_sl_MM.reg0[25],2
worst max register to register,u1_av_sl_MM.reg1[1],dec4.out7seg[6],8
[cells by family after synthesis]
family                   after synthesis  share of synthesized area
flip-flops                           184                     0.4004
AND/OR/NAND/NOR                      421                     0.2066
AND-OR/OR-AND                        253                     0.1727
adder cells (fa/ha/maj)               56                    0.07616
buffers and inverters                141                    0.06215
multiplexers                          73                    0.08201
[state kept, by name, indices dropped and copies added (netlist names), 32 cells and up]
register              count
u1_av_sl_MM.reg2         32
u1_av_sl_MM.reg0         32
u1_av_sl_MM.readdata     32
u1_av_sl_MM.reg1         32
[power breakdown]
| part | switching, mW | internal (mW) |
|---|---|---|
| Clock | 0.287 | 0.378 |
| Sequential | 0.00543 | 0.689 |
| Combinational | 0.0680 | 0.0449 |
[area by class of cell]
class | count | area, µm²
Multi-Input combinational cell | 803 | 4955
Clock buffer | 18 | 439.2
Timing Repair Buffer | 143 | 1384
Sequential cell | 184 | 3684
Fill cell | 1594 | 6869
Clock inverter | 13 | 182.7
Inverter | 60 | 225.2
Tap cell | 229 | 286.5
Power figures rest on the tool's default switching activity, not on a simulated workload.
